`design/flow/config.mk`:
```
export PLATFORM = sky130hd
export DESIGN_NAME = Mux
export DESIGN_NICKNAME = Mux
export VERILOG_FILES = /design/flow/design.v
export SDC_FILE = /design/flow/constraint.sdc
export NUM_CORES = 4
export LEC_CHECK = 1
export CORE_AREA = 10 10 71 71
export DIE_AREA = 0 0 81 81
```
`design/flow/run.sh`:
```
#!/bin/bash
# OpenROAD 26Q1-2900-gdf79404cd8, Yosys 0.63+post, stock flow scripts
make -C /OpenROAD-flow-scripts/flow DESIGN_CONFIG=/design/flow/config.mk WORK_HOME=/design/flow/orfs finish
```
`design/flow/design.v`:
```
module Mux(In1,In2,Sel,Out);  
	input [31:0] In1,In2;  
	input Sel;  
	output reg [31:0] Out;  
always@(In1,In2,Sel)
  begin
    case(Sel)  
      0: Out <= In1;
      1: Out <= In2;
    endcase
  end
endmodule
```
`design/flow/constraint.sdc`:
```
current_design Mux

set clk_period 1.0
set clk_io_pct 0.2

create_clock -name clk0 -period $clk_period

set non_clock_inputs [all_inputs -no_clocks]
set_input_delay [expr $clk_period * $clk_io_pct] -clock clk0 $non_clock_inputs
set_output_delay [expr $clk_period * $clk_io_pct] -clock clk0 [all_outputs]
```
==> summary.txt <==
failing checks -> negative setup slack
Final Cell Area -> 1590 um2
tool warnings -> 34
Cell Rows -> 22
sequential area share after synthesis -> 0%
critical path required time -> 800 ps
Layout area overhead -> 192%
worst hold slack -> 691 ps
cycle use final -> 118%
initial DRC count -> 2
number of distinct library cells after synthesis -> 4
total power -> 624 uW
initial antenna violation count -> 0
Die X -> 81 um
Yosys chip area -> 544 um2
crit end category -> primary output
Routed Antenna Nets -> 0
CP Launch Type -> input port
Crit Path Class -> input port to primary output
core area -> 3630 um2
DP HPWL -> 2500 um
Yosys top cell by area -> mux2_4
layout cells sized above 1 -> 54.0%
wire per inst -> 15.4 um
mean post-synth cell area -> 15.1 um2
WL final -> 2880 um
routed via count -> 715
chip area -> 6560 um2
Tmin final -> 1180 ps
mapped cell area -> 544 um2
DP Area -> 1540 um2
Slew Viols, Final -> 0
pre-CTS setup slack -> -512 ps
peak supply drop -> 169 uV
yosys stat cell total -> 36
I/O Pins -> 97
largest fanout on the critical path -> 6
status -> finished, violations left
Reg area -> 0 um2
LEAKAGE -> 0.872 nW
Power Dens Cells -> 392 nW/um2
clock buffers -> 0
first-pass GRT wire length -> 4140 um
Via density -> 3.82
Max-Slew Margin vs Limit -> 94.2%
pin count of the biggest net entering global routing -> 11
Die Ht -> 81 um
Ys Warns -> 1
post-route core utilization -> 43.8%
DRT Pass-1 Iters -> 2
Slew @ Worst Pin -> 87.0 ps
registers -> 0
max cap viols -> 0
antenna cells -> 0
RSZ-0062 raised after global routing -> yes
overall routing resource usage -> 7.79%
PnR worst setup slack -> -179 ps
main area contributors after synthesis -> mux2_4 83%, buf_12 11%, mux2_2 4.1%
Fill cells -> 357
gpl congestion -> 0.832
Critical Path AT -> 980 ps
grt ovf -> 0
# DRC -> 0
Yosys top cell area share -> 82.8%
vias in the first global route -> 764
Cells after Synth -> 36
Final Hold Viols -> 0
Max Clk Rate -> 848 MHz
Buffers on Ports -> 97
# setup viols final -> 32
FP Util -> 15.0%
worst hold path class -> input port to primary output
area by class of cell:
class                           count  area (um2)  area share [%]
Timing Repair Buffer              107        1050            66.2
Multi-Input combinational cell     32         477            30.0
Tap cell                           48        60.1            3.78
critical path, stage by stage:
cell    delay (ps)
buf_12         120
buf_12         130
buf_12         120
mux2_4         290
buf_6          110
routing by layer:
layer	up-vias	GRT usage [%]	wire length, um
li1	345	-	-
met5	-	0	0
met4	0	0	0
met3	0	2.78	350
met2	50	14.3	1450
met1	320	9.03	1080
synth_stat cells, drive strengths merged:
cell / count
buf: 4
mux2: 32
where the power goes:
part           internal (mW)  leakage (nW)  total (mW)  switching (mW)
Combinational          0.487         0.872       0.624           0.137
Sequential                 0             0           0               0
Clock                      0             0           0               0
cell usage in the layout (no fill, tap or decap):
master,count
dlygate4sd2_1,51
mux2_4,31
buf_6,23
buf_2,13
clkdlybuf4s50_1,9
dlymetal6s2s_1,4
buf_12,4
buf_16,2
mux2_2,1
buf_4,1
through the flow:
stage          TNS [ps]  cells
5_1_grt           -3860    187
2_1_floorplan         0     36
3_3_place_gp     -15610    179
3_5_place_dp     -15810    179
6_report          -3300    187
4_1_cts           -3620    186
what timing repair did:
action	4_1_cts	5_1_grt
gates cloned	2	0
setup endpoints to repair	32	32
hold buffers	0	0
resized	171	10
setup buffers	5	1
cells by family after synthesis:
logic type / count (synthesis) / synth area share (%)
muxes: 32 / 86.9
buffers and inverters: 4 / 13.1
worst paths after layout:
kind / from / slack (ps) / cells past startpoint / endpoint
setup / recovery: Sel / -180 / 5 / Out[4]
hold / removal: In2[29] / 690 / 3 / Out[29]
Power and IR drop assume default switching activity.

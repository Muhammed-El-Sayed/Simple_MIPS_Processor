## flow/config.mk

```make
export PLATFORM = sky130hd
export DESIGN_NAME = RegisterFileV2
export DESIGN_NICKNAME = RegisterFileV2
export VERILOG_FILES = /design/flow/design.v
export SDC_FILE = /design/flow/constraint.sdc
export NUM_CORES = 4
export LEC_CHECK = 1
export CORE_UTILIZATION = 40
```

## flow/constraint.sdc

```tcl
current_design RegisterFileV2

set clk_period 9.9
set clk_io_pct 0.2

create_clock -name clk0 -period $clk_period [get_ports {clk}]

set non_clock_inputs [all_inputs -no_clocks]
set_input_delay [expr $clk_period * $clk_io_pct] -clock clk0 $non_clock_inputs
set_output_delay [expr $clk_period * $clk_io_pct] -clock clk0 [all_outputs]
```

## flow/design.v

```verilog
module RegisterFileV2(Read1Add,Read2Add,WriteInitialiseAdd,WriteInitialiseData,WriteBackAdd,WriteBackData,WriteInitialiseSignal,WriteDataBackSignal,clk,Data1,Data2);
	input [4:0] Read1Add,Read2Add,WriteInitialiseAdd;  
	input [31:0] WriteInitialiseData; 
	input [4:0] WriteBackAdd;  
	input [31:0] WriteBackData; 
	input WriteInitialiseSignal,WriteDataBackSignal,clk; 
	output [31:0] Data1,Data2; 
	reg [31:0] Reg[0:31];  
   assign Data1 = Reg[Read1Add]; 
   assign Data2 = Reg[Read2Add]; 
      always@(posedge clk)
         begin
	    if(WriteInitialiseSignal) 
		Reg[WriteInitialiseAdd]<=WriteInitialiseData;
	    else if (WriteDataBackSignal)	
	        Reg[WriteBackAdd]<=WriteBackData;
         end
endmodule
```

## flow/run.sh

```bash
#!/bin/bash
# OpenROAD 26Q1-2900-gdf79404cd8, Yosys 0.63+post, stock flow scripts
make -C /OpenROAD-flow-scripts/flow DESIGN_CONFIG=/design/flow/config.mk WORK_HOME=/design/flow/orfs finish
```

==> impl_metrics.py <==
# Flow results
metrics = {
    "outcome": {
        "status": "completed",
    },
    "global_route": {
        "grt_max_degree": 95,
        "antenna_found_initial": 3,
        "grt_pass1_wl_um": 222000,
        "grtUsageTotal": 0.274,
        "grt_overflow_total": 0,
        "grt_pass1_vias": 31724,
    },
    "sta": {
        "worstMarginPinSlew_ps": 1040,
        "slew_viol_final": 0,
        "period_used_share": 0.745,
        "finalSetupTns_ps": 0,
        "rsz0062_at_grt": "false",
        "holdWs_ps": 2420,
        "finalHoldViolations": 0,
        "min_period_ps": 7380,
        "finalSetupViolations": 0,
        "slew_headroom": 0.303,
        "fmax_mhz": 136,
        "setup_ws_ps": 2520,
    },
    "cts": {
        "cts_tree": "done",
        "cts_resized": 0,
        "cts_root_buf": "clkbuf_16",
        "clock_path_buffers": 3,
        "clock_sinks": 1024,
        "cts_setup_buffers": 0,
        "htree_levels": 3,
        "path_clk_slew_ps": 60,
        "numCtsBuffers": 108,
        "holdBufCountCts": 0,
    },
    "logic_synthesis": {
        "synthDominantCellAreaShare": 0.630,
        "yosys.area_share.adder": 0,
        "ys_async_sr_fraction": 0,
        "avgSynthCellArea_um2": 14.5,
        "yosysChipArea_um2": 48800,
        "yosys_most_used_dff": "edfxtp_1",
        "synth_xor_xnor_area_share": 0,
        "synthCells": 3372,
        "synth.logic.top_family": "multiplexers",
        "yosys-top-cells-area": "edfxtp_1 (63%), mux2i_1 (21%), a22oi_1 (4.9%)",
        "synth.cellmix.simpleShare": 0.0468,
        "aoi_share": 0.0784,
        "yosysUniqueCellTypes": 31,
        "synth_area_um2": 48800,
        "ys_cells": 3372,
        "top_area_cell": "edfxtp_1",
        "yosysSeqAreaShare": 0.630,
        "edf_count": 1024,
        "ys_ff": 1024,
        "yosys_warnings": 1,
        "mux_share": 0.219,
    },
    "setup_path": {
        "critPathLaunchType": "input pin",
        "path_max_fanout": 35,
        "cp-end-kind": "primary output",
        "crit_family": "buffers and inverters",
        "worstSetupPathType": "in2out",
        "arrival_ps": 5400,
        "worstPathCellList": "clkdlybuf4s50_1 > nor2b_4 > buf_4 > buf_4 > a22oi_1 > a31oi_1 > nand3_1 > clkdlybuf4s50_1",
        "cp.required_ps": 7920,
        "crit_path_top_delay_cell": "clkdlybuf4s50_1",
        "cpPeakStageDelay_ps": 610,
        "cp_num_buf_inv": 4,
    },
    "final_layout": {
        "max_flop_register": "Reg",
        "largest_reg_flops": 1024,
        "n_fill_cell": 10460,
        "lay_top_cells": "mux2i_1 (1025), edfxtp_1 (1024), a22oi_1 (320), nand3_1 (226), clkdlybuf4s50_1 (148)",
        "reg_top3": "Reg (1024)",
        "drive_gt1_frac": 0.0952,
        "lay_top_count": "mux2i_1",
        "synthToLayoutAreaGrowth_pct": 14.0,
        "post-route-util": 0.462,
    },
    "die": {
        "die_h_um": 351,
        "fp-row-count": 127,
        "die_area_um2": 124000,
        "coreArea_um2": 120000,
        "die_w_um": 351,
        "core_util_floorplan": 0.405,
        "io-pin-count": 151,
    },
    "placed_design": {
        "gp_congestion": 0.868,
        "post-dp-hpwl_um": 86800,
        "dp_slack_ps": 2580,
        "port_buffers": 150,
    },
    "flow_run": {
        "maxCapViolations": 0,
        "warning_count": 26,
    },
    "hold_path": {
        "hold_depth": 2,
        "hold_start": "WriteBackData[29]",
        "hold_class": "in2reg",
        "worst_hold_path.endpoint": "Reg[3][29]",
    },
    "drt": {
        "viasPerCell": 6.03,
        "drc_errors": 0,
        "dr.pass1.iters": 6,
        "ant_nets": 0,
        "num_vias": 31202,
        "n_antenna_cell": 0,
        "initialDrtViolationCount": 2004,
        "wl_um": 158000,
        "wl_per_cell_um": 30.5,
    },
    "power_and_ir_drop": {
        "clkPwrFrac": 0.397,
        "p_per_area_nw_per_um2": 178,
        "p_int_mw": 7.53,
        "seqPwrFrac": 0.499,
        "peakVddDrop_mv": 0.156,
        "p_comb_frac": 0.104,
        "leakagePower_nw": 20.1,
        "p_sw_mw": 2.38,
        "power.share.switching": 0.240,
    },
}
## metrics by stage
stage          cell area (µm²)  std cells  power (mW)
6_report                 55700       5173        9.91
5_1_grt                  55700       5173        10.2
4_1_cts                  55700       5173        9.95
3_5_place_dp             52300       4973        6.06
3_3_place_gp             52300       4973        6.05
2_1_floorplan            48800       3372        5.61
## layout make-up
cell class,instances,area [µm²],share of cell area
Clock buffer,131,2850,0.0512
Multi-Input combinational cell,2090,17100,0.308
Inverter,1,3.75,0.0000674
Tap cell,1612,2020,0.0362
Timing Repair Buffer,246,2380,0.0428
Sequential cell,1024,30700,0.552
Clock inverter,69,548,0.00984
## worst max path at each step
stage      startpoint        to  slack, ps  cells past startpoint
4_1_cts   Read1Add[0]  Data1[4]       2580                      8
6_report  Read1Add[0]  Data1[4]       2520                      8
5_1_grt   Read1Add[0]  Data1[4]       2330                      8
## synthesized netlist by cell type (all sizes together) (4+ instances only)
cell and instances:
clkbuf 101, a22o 64, nand4 32, nor2b 6, nand2b 4, a31oi 34
mux2i 1027, a22oi 320, mux2 33, a21oi 129, nand3 226, nor2 38
nand2 135, edfxtp 1024, buf 156, nor3 32
## kinds of logic (layout without fill, tap and decap cells)
kind of cell	count (synthesis)	in the layout
DFF	1024	1024
and+or+nand+nor	482	482
muxes	1060	1060
AOI/OAI and AO/OA	548	548
buffers and inverters	258	447
## power groups by stage
| stage | clock, mW | sequential [mW] | combinational (mW) |
|---|---|---|---|
| 4_1_cts | 3.98 | 4.95 | 1.02 |
| 5_1_grt | 4.14 | 4.96 | 1.09 |
| 6_report | 3.93 | 4.95 | 1.03 |
## layer usage
layer  vias up  routed length (µm)  track usage
met5         -                 488       0.0294
met4        12                4570       0.0635
met3       308               26100        0.192
met2      1912               71500        0.398
met1     15314               55300        0.342
li1      13656                   -            -
Power and IR drop assume default switching activity.
